**design/flow/design.v**
```verilog
module axi_master_interface #
  (
   parameter integer USER_DATA_WIDTH = 128,
   parameter integer USER_ADDR_WIDTH = 32,
   parameter integer C_M_AXI_THREAD_ID_WIDTH       = 1,
   parameter integer C_M_AXI_ADDR_WIDTH            = 32,
   parameter integer C_M_AXI_DATA_WIDTH            = 32,
   parameter integer C_M_AXI_AWUSER_WIDTH          = 1,
   parameter integer C_M_AXI_ARUSER_WIDTH          = 1,
   parameter integer C_M_AXI_WUSER_WIDTH           = 1,
   parameter integer C_M_AXI_RUSER_WIDTH           = 1,
   parameter integer C_M_AXI_BUSER_WIDTH           = 1,
   parameter integer C_M_AXI_SUPPORTS_WRITE        = 1,
   parameter integer C_M_AXI_SUPPORTS_READ         = 1,
   parameter C_M_AXI_TARGET = 'h00000000
   )
  (
   input wire ACLK,
   input wire ARESETN,
   input [USER_ADDR_WIDTH-1:0]      user_addr,
   input                            user_read_enable,
   output reg [USER_DATA_WIDTH-1:0] user_read_data,
   input                            user_write_enable,
   input [USER_DATA_WIDTH-1:0]      user_write_data,
   output reg                       user_ready,
   output wire                      ERROR,
   output wire [C_M_AXI_THREAD_ID_WIDTH-1:0] M_AXI_AWID,
   output wire [C_M_AXI_ADDR_WIDTH-1:0]      M_AXI_AWADDR,
   output wire [8-1:0]                       M_AXI_AWLEN,
   output wire [3-1:0]                       M_AXI_AWSIZE,
   output wire [2-1:0]                       M_AXI_AWBURST,
   output wire                               M_AXI_AWLOCK,
   output wire [4-1:0]                       M_AXI_AWCACHE,
   output wire [3-1:0]                       M_AXI_AWPROT,
   output wire [4-1:0]                       M_AXI_AWQOS,
   output wire [C_M_AXI_AWUSER_WIDTH-1:0]    M_AXI_AWUSER,
   output wire                               M_AXI_AWVALID,
   input  wire                               M_AXI_AWREADY,
   output wire [C_M_AXI_DATA_WIDTH-1:0]      M_AXI_WDATA,
   output wire [C_M_AXI_DATA_WIDTH/8-1:0]    M_AXI_WSTRB,
   output wire                               M_AXI_WLAST,
   output wire [C_M_AXI_WUSER_WIDTH-1:0]     M_AXI_WUSER,
   output wire                               M_AXI_WVALID,
   input  wire                               M_AXI_WREADY,
   input  wire [C_M_AXI_THREAD_ID_WIDTH-1:0] M_AXI_BID,
   input  wire [2-1:0]                       M_AXI_BRESP,
   input  wire [C_M_AXI_BUSER_WIDTH-1:0]     M_AXI_BUSER,
   input  wire                               M_AXI_BVALID,
   output wire                               M_AXI_BREADY,
   output wire [C_M_AXI_THREAD_ID_WIDTH-1:0] M_AXI_ARID,
   output wire [C_M_AXI_ADDR_WIDTH-1:0]      M_AXI_ARADDR,
   output wire [8-1:0]                       M_AXI_ARLEN,
   output wire [3-1:0]                       M_AXI_ARSIZE,
   output wire [2-1:0]                       M_AXI_ARBURST,
   output wire [2-1:0]                       M_AXI_ARLOCK,
   output wire [4-1:0]                       M_AXI_ARCACHE,
   output wire [3-1:0]                       M_AXI_ARPROT,
   output wire [4-1:0]                       M_AXI_ARQOS,
   output wire [C_M_AXI_ARUSER_WIDTH-1:0]    M_AXI_ARUSER,
   output wire                               M_AXI_ARVALID,
   input  wire                               M_AXI_ARREADY,
   input  wire [C_M_AXI_THREAD_ID_WIDTH-1:0] M_AXI_RID,
   input  wire [C_M_AXI_DATA_WIDTH-1:0]      M_AXI_RDATA,
   input  wire [2-1:0]                       M_AXI_RRESP,
   input  wire                               M_AXI_RLAST,
   input  wire [C_M_AXI_RUSER_WIDTH-1:0]     M_AXI_RUSER,
   input  wire                               M_AXI_RVALID,
   output wire                               M_AXI_RREADY
   ); 
  localparam integer C_M_AXI_BURST_LEN = USER_DATA_WIDTH / C_M_AXI_DATA_WIDTH;
  localparam integer C_M_AXI_BURST_COUNT_WIDTH = (
(C_M_AXI_BURST_LEN) <= (1<<0) ? 0 : (C_M_AXI_BURST_LEN) <= (1<<1) ? 1 :
(C_M_AXI_BURST_LEN) <= (1<<2) ? 2 : (C_M_AXI_BURST_LEN) <= (1<<3) ? 3 :
(C_M_AXI_BURST_LEN) <= (1<<4) ? 4 : (C_M_AXI_BURST_LEN) <= (1<<5) ? 5 :
(C_M_AXI_BURST_LEN) <= (1<<6) ? 6 : (C_M_AXI_BURST_LEN) <= (1<<7) ? 7 :
(C_M_AXI_BURST_LEN) <= (1<<8) ? 8 : (C_M_AXI_BURST_LEN) <= (1<<9) ? 9 :
(C_M_AXI_BURST_LEN) <= (1<<10) ? 10 : (C_M_AXI_BURST_LEN) <= (1<<11) ? 11 :
(C_M_AXI_BURST_LEN) <= (1<<12) ? 12 : (C_M_AXI_BURST_LEN) <= (1<<13) ? 13 :
(C_M_AXI_BURST_LEN) <= (1<<14) ? 14 : (C_M_AXI_BURST_LEN) <= (1<<15) ? 15 :
(C_M_AXI_BURST_LEN) <= (1<<16) ? 16 : (C_M_AXI_BURST_LEN) <= (1<<17) ? 17 :
(C_M_AXI_BURST_LEN) <= (1<<18) ? 18 : (C_M_AXI_BURST_LEN) <= (1<<19) ? 19 :
(C_M_AXI_BURST_LEN) <= (1<<20) ? 20 : (C_M_AXI_BURST_LEN) <= (1<<21) ? 21 :
(C_M_AXI_BURST_LEN) <= (1<<22) ? 22 : (C_M_AXI_BURST_LEN) <= (1<<23) ? 23 :
(C_M_AXI_BURST_LEN) <= (1<<24) ? 24 : (C_M_AXI_BURST_LEN) <= (1<<25) ? 25 :
(C_M_AXI_BURST_LEN) <= (1<<26) ? 26 : (C_M_AXI_BURST_LEN) <= (1<<27) ? 27 :
(C_M_AXI_BURST_LEN) <= (1<<28) ? 28 : (C_M_AXI_BURST_LEN) <= (1<<29) ? 29 :
(C_M_AXI_BURST_LEN) <= (1<<30) ? 30 : (C_M_AXI_BURST_LEN) <= (1<<31) ? 31 : 32)+1;
  localparam integer ADDRMASK_WIDTH = (
(USER_DATA_WIDTH / 8) <= (1<<0) ? 0 : (USER_DATA_WIDTH / 8) <= (1<<1) ? 1 :
(USER_DATA_WIDTH / 8) <= (1<<2) ? 2 : (USER_DATA_WIDTH / 8) <= (1<<3) ? 3 :
(USER_DATA_WIDTH / 8) <= (1<<4) ? 4 : (USER_DATA_WIDTH / 8) <= (1<<5) ? 5 :
(USER_DATA_WIDTH / 8) <= (1<<6) ? 6 : (USER_DATA_WIDTH / 8) <= (1<<7) ? 7 :
(USER_DATA_WIDTH / 8) <= (1<<8) ? 8 : (USER_DATA_WIDTH / 8) <= (1<<9) ? 9 :
(USER_DATA_WIDTH / 8) <= (1<<10) ? 10 : (USER_DATA_WIDTH / 8) <= (1<<11) ? 11 :
(USER_DATA_WIDTH / 8) <= (1<<12) ? 12 : (USER_DATA_WIDTH / 8) <= (1<<13) ? 13 :
(USER_DATA_WIDTH / 8) <= (1<<14) ? 14 : (USER_DATA_WIDTH / 8) <= (1<<15) ? 15 :
(USER_DATA_WIDTH / 8) <= (1<<16) ? 16 : (USER_DATA_WIDTH / 8) <= (1<<17) ? 17 :
(USER_DATA_WIDTH / 8) <= (1<<18) ? 18 : (USER_DATA_WIDTH / 8) <= (1<<19) ? 19 :
(USER_DATA_WIDTH / 8) <= (1<<20) ? 20 : (USER_DATA_WIDTH / 8) <= (1<<21) ? 21 :
(USER_DATA_WIDTH / 8) <= (1<<22) ? 22 : (USER_DATA_WIDTH / 8) <= (1<<23) ? 23 :
(USER_DATA_WIDTH / 8) <= (1<<24) ? 24 : (USER_DATA_WIDTH / 8) <= (1<<25) ? 25 :
(USER_DATA_WIDTH / 8) <= (1<<26) ? 26 : (USER_DATA_WIDTH / 8) <= (1<<27) ? 27 :
(USER_DATA_WIDTH / 8) <= (1<<28) ? 28 : (USER_DATA_WIDTH / 8) <= (1<<29) ? 29 :
(USER_DATA_WIDTH / 8) <= (1<<30) ? 30 : (USER_DATA_WIDTH / 8) <= (1<<31) ? 31 : 32);
  reg [USER_ADDR_WIDTH-1:0]    awaddr_offset;
  reg                          awvalid;
  reg [C_M_AXI_DATA_WIDTH-1:0] wdata;
  reg                          wlast;
  reg                          wvalid;
  reg [USER_ADDR_WIDTH-1:0]    araddr_offset;
  reg                          arvalid;
  reg error_reg;
  wire write_resp_error;
  wire read_resp_error; 
  assign M_AXI_AWID = 'b0;   
  assign M_AXI_AWADDR = C_M_AXI_TARGET + awaddr_offset;
  assign M_AXI_AWLEN = C_M_AXI_BURST_LEN - 1;
  assign M_AXI_AWSIZE = (
(C_M_AXI_DATA_WIDTH/8) <= (1<<0) ? 0 : (C_M_AXI_DATA_WIDTH/8) <= (1<<1) ? 1 :
(C_M_AXI_DATA_WIDTH/8) <= (1<<2) ? 2 : (C_M_AXI_DATA_WIDTH/8) <= (1<<3) ? 3 :
(C_M_AXI_DATA_WIDTH/8) <= (1<<4) ? 4 : (C_M_AXI_DATA_WIDTH/8) <= (1<<5) ? 5 :
(C_M_AXI_DATA_WIDTH/8) <= (1<<6) ? 6 : (C_M_AXI_DATA_WIDTH/8) <= (1<<7) ? 7 :
(C_M_AXI_DATA_WIDTH/8) <= (1<<8) ? 8 : (C_M_AXI_DATA_WIDTH/8) <= (1<<9) ? 9 :
(C_M_AXI_DATA_WIDTH/8) <= (1<<10) ? 10 : (C_M_AXI_DATA_WIDTH/8) <= (1<<11) ? 11 :
(C_M_AXI_DATA_WIDTH/8) <= (1<<12) ? 12 : (C_M_AXI_DATA_WIDTH/8) <= (1<<13) ? 13 :
(C_M_AXI_DATA_WIDTH/8) <= (1<<14) ? 14 : (C_M_AXI_DATA_WIDTH/8) <= (1<<15) ? 15 :
(C_M_AXI_DATA_WIDTH/8) <= (1<<16) ? 16 : (C_M_AXI_DATA_WIDTH/8) <= (1<<17) ? 17 :
(C_M_AXI_DATA_WIDTH/8) <= (1<<18) ? 18 : (C_M_AXI_DATA_WIDTH/8) <= (1<<19) ? 19 :
(C_M_AXI_DATA_WIDTH/8) <= (1<<20) ? 20 : (C_M_AXI_DATA_WIDTH/8) <= (1<<21) ? 21 :
(C_M_AXI_DATA_WIDTH/8) <= (1<<22) ? 22 : (C_M_AXI_DATA_WIDTH/8) <= (1<<23) ? 23 :
(C_M_AXI_DATA_WIDTH/8) <= (1<<24) ? 24 : (C_M_AXI_DATA_WIDTH/8) <= (1<<25) ? 25 :
(C_M_AXI_DATA_WIDTH/8) <= (1<<26) ? 26 : (C_M_AXI_DATA_WIDTH/8) <= (1<<27) ? 27 :
(C_M_AXI_DATA_WIDTH/8) <= (1<<28) ? 28 : (C_M_AXI_DATA_WIDTH/8) <= (1<<29) ? 29 :
(C_M_AXI_DATA_WIDTH/8) <= (1<<30) ? 30 : (C_M_AXI_DATA_WIDTH/8) <= (1<<31) ? 31 : 32);
  assign M_AXI_AWBURST = 2'b01;
  assign M_AXI_AWLOCK = 1'b0;
  assign M_AXI_AWCACHE = 4'b0011;
  assign M_AXI_AWPROT = 3'h0;
  assign M_AXI_AWQOS = 4'h0;
  assign M_AXI_AWUSER = 'b1;
  assign M_AXI_AWVALID = awvalid;
  assign M_AXI_WDATA = wdata;
  assign M_AXI_WSTRB = {(C_M_AXI_DATA_WIDTH/8){1'b1}}; 
  assign M_AXI_WLAST = wlast;
  assign M_AXI_WUSER = 'b0;
  assign M_AXI_WVALID = wvalid;
  assign M_AXI_BREADY = C_M_AXI_SUPPORTS_WRITE;
  assign M_AXI_ARID = 'b0;   
  assign M_AXI_ARADDR = C_M_AXI_TARGET + araddr_offset;
  assign M_AXI_ARLEN = C_M_AXI_BURST_LEN - 1;
  assign M_AXI_ARSIZE = (
(C_M_AXI_DATA_WIDTH/8) <= (1<<0) ? 0 : (C_M_AXI_DATA_WIDTH/8) <= (1<<1) ? 1 :
(C_M_AXI_DATA_WIDTH/8) <= (1<<2) ? 2 : (C_M_AXI_DATA_WIDTH/8) <= (1<<3) ? 3 :
(C_M_AXI_DATA_WIDTH/8) <= (1<<4) ? 4 : (C_M_AXI_DATA_WIDTH/8) <= (1<<5) ? 5 :
(C_M_AXI_DATA_WIDTH/8) <= (1<<6) ? 6 : (C_M_AXI_DATA_WIDTH/8) <= (1<<7) ? 7 :
(C_M_AXI_DATA_WIDTH/8) <= (1<<8) ? 8 : (C_M_AXI_DATA_WIDTH/8) <= (1<<9) ? 9 :
(C_M_AXI_DATA_WIDTH/8) <= (1<<10) ? 10 : (C_M_AXI_DATA_WIDTH/8) <= (1<<11) ? 11 :
(C_M_AXI_DATA_WIDTH/8) <= (1<<12) ? 12 : (C_M_AXI_DATA_WIDTH/8) <= (1<<13) ? 13 :
(C_M_AXI_DATA_WIDTH/8) <= (1<<14) ? 14 : (C_M_AXI_DATA_WIDTH/8) <= (1<<15) ? 15 :
(C_M_AXI_DATA_WIDTH/8) <= (1<<16) ? 16 : (C_M_AXI_DATA_WIDTH/8) <= (1<<17) ? 17 :
(C_M_AXI_DATA_WIDTH/8) <= (1<<18) ? 18 : (C_M_AXI_DATA_WIDTH/8) <= (1<<19) ? 19 :
(C_M_AXI_DATA_WIDTH/8) <= (1<<20) ? 20 : (C_M_AXI_DATA_WIDTH/8) <= (1<<21) ? 21 :
(C_M_AXI_DATA_WIDTH/8) <= (1<<22) ? 22 : (C_M_AXI_DATA_WIDTH/8) <= (1<<23) ? 23 :
(C_M_AXI_DATA_WIDTH/8) <= (1<<24) ? 24 : (C_M_AXI_DATA_WIDTH/8) <= (1<<25) ? 25 :
(C_M_AXI_DATA_WIDTH/8) <= (1<<26) ? 26 : (C_M_AXI_DATA_WIDTH/8) <= (1<<27) ? 27 :
(C_M_AXI_DATA_WIDTH/8) <= (1<<28) ? 28 : (C_M_AXI_DATA_WIDTH/8) <= (1<<29) ? 29 :
(C_M_AXI_DATA_WIDTH/8) <= (1<<30) ? 30 : (C_M_AXI_DATA_WIDTH/8) <= (1<<31) ? 31 : 32);
  assign M_AXI_ARBURST = 2'b01;
  assign M_AXI_ARLOCK = 1'b0;
  assign M_AXI_ARCACHE = 4'b0011;
  assign M_AXI_ARPROT = 3'h0;
  assign M_AXI_ARQOS = 4'h0;
  assign M_AXI_ARUSER = 'b1;
  assign M_AXI_ARVALID = arvalid;
  assign M_AXI_RREADY = C_M_AXI_SUPPORTS_READ;
  assign ERROR = error_reg;
  reg aresetn_r;
  reg aresetn_rr;
  reg aresetn_rrr;
  always @(posedge ACLK) begin
    aresetn_r <= ARESETN;
    aresetn_rr <= aresetn_r;
    aresetn_rrr <= aresetn_rr;
  end
  function [USER_ADDR_WIDTH-1:0] addrmask;
    input [USER_ADDR_WIDTH-1:0] in;
    addrmask = { in[USER_ADDR_WIDTH-1:ADDRMASK_WIDTH], {ADDRMASK_WIDTH{1'b0}} };
  endfunction
  reg [USER_ADDR_WIDTH-1:0] user_addr_buf;
  reg [USER_DATA_WIDTH-1:0] user_write_data_buf;
  wire [USER_DATA_WIDTH-1:0] next_user_read_data;
  wire [USER_DATA_WIDTH-1:0] next_user_write_data_buf;
  reg read_busy;
  reg read_addr_done;
  reg [C_M_AXI_BURST_COUNT_WIDTH-1:0] read_cnt;
  reg write_busy;
  reg write_addr_done;
  reg [C_M_AXI_BURST_COUNT_WIDTH-1:0] write_cnt;
  generate if(C_M_AXI_BURST_LEN == 1) begin: burstlen_eq_1
    assign next_user_read_data = M_AXI_RDATA;
  end else begin: burstlen_neq_1
    assign next_user_read_data = {M_AXI_RDATA,
                                  user_read_data[USER_DATA_WIDTH-1:C_M_AXI_DATA_WIDTH]};
  end endgenerate
  generate if(C_M_AXI_BURST_LEN > 1) begin: burstlen_gt_1
    assign next_user_write_data_buf = {{C_M_AXI_DATA_WIDTH{1'b0}},
                                       user_write_data_buf[USER_DATA_WIDTH-1:C_M_AXI_DATA_WIDTH]};
  end else begin: not_burstlen_gt_1
    assign next_user_write_data_buf = 'hx;
  end endgenerate
  always @(posedge ACLK) begin
    if(aresetn_rrr == 0) begin
      arvalid <= 0;
      awvalid <= 0;
      wlast <= 0;
      wvalid <= 0;
      wdata <= 0;
      araddr_offset <= 0;
      awaddr_offset <= 0;
      read_busy <= 0;
      write_busy <= 0;
      read_cnt <= 0;
      write_cnt <= 0;
      read_addr_done <= 0;
      write_addr_done <= 0;
      user_ready <= 0;
      user_addr_buf <= 0;
      user_read_data <= 0;
      user_write_data_buf <= 0;
    end else begin
      arvalid <= 0;
      awvalid <= 0;
      wlast <= 0;
      wvalid <= 0;
      user_ready <= 0;
      if(read_busy) begin
        if(!read_addr_done) begin
          araddr_offset <= user_addr_buf;
          arvalid <= 1;
          if(arvalid && M_AXI_ARREADY) begin
            read_addr_done <= 1;
            arvalid <= 0;
          end
        end
        if(M_AXI_RVALID) begin
          if(C_M_AXI_BURST_LEN == 1) begin
            read_cnt <= 1;
            user_read_data <= next_user_read_data;
            read_busy <= 0;
            user_ready <= 1;
          end else begin
            read_cnt <= read_cnt + 1;
            user_read_data <= next_user_read_data;
            if(read_cnt == C_M_AXI_BURST_LEN -1) begin
              read_busy <= 0;
              user_ready <= 1;
            end
          end
        end
      end
      else if(write_busy) begin
        if(!write_addr_done) begin
          awaddr_offset <= user_addr_buf;
          awvalid <= 1;
          if(awvalid && M_AXI_AWREADY) begin
            write_addr_done <= 1;
            awvalid <= 0;
          end
        end
        if((write_addr_done || (awvalid && M_AXI_AWREADY)) &&
           write_cnt < C_M_AXI_BURST_LEN) begin
          wvalid <= 1;        
          if(!wvalid || (wvalid && M_AXI_WREADY)) begin
            wdata <= user_write_data_buf[C_M_AXI_DATA_WIDTH-1:0];
            if(C_M_AXI_BURST_LEN > 1) begin
              user_write_data_buf <= next_user_write_data_buf;
            end
            write_cnt <= write_cnt + 1;
          end
          if(write_cnt == C_M_AXI_BURST_LEN -1) begin
            wlast <= 1;
          end
        end
        if(write_cnt == C_M_AXI_BURST_LEN && wvalid && !M_AXI_WREADY) begin
          wvalid <= 1;
          wlast <= 1;
        end
        if(M_AXI_BVALID) begin
          write_busy <= 0;
          user_ready <= 1;
        end
      end
      else if(user_read_enable) begin
        user_addr_buf <= addrmask(user_addr);
        read_busy <= 1;
        read_addr_done <= 0;
        read_cnt <= 0;
      end
      else if(user_write_enable) begin
        user_write_data_buf <= user_write_data;
        user_addr_buf <= addrmask(user_addr);
        write_busy <= 1;
        write_addr_done <= 0;
        write_cnt <= 0;
      end 
    end
  end
  assign write_resp_error = C_M_AXI_SUPPORTS_WRITE & M_AXI_BVALID & M_AXI_BRESP[1];
  assign read_resp_error = C_M_AXI_SUPPORTS_READ & M_AXI_RVALID & M_AXI_RRESP[1];
  always @(posedge ACLK) begin
     if (ARESETN == 0)
       error_reg <= 1'b0;
     else if (write_resp_error || read_resp_error)
       error_reg <= 1'b1;
     else
       error_reg <= error_reg;
  end
endmodule
```
**design/flow/run.sh**
```bash
#!/bin/bash
# OpenROAD 26Q1-2900-gdf79404cd8, Yosys 0.63+post, stock flow scripts
make -C /OpenROAD-flow-scripts/flow DESIGN_CONFIG=/design/flow/config.mk WORK_HOME=/design/flow/orfs finish
```
**design/flow/config.mk**
```make
export PLATFORM = sky130hd
export DESIGN_NAME = axi_master_interface
export DESIGN_NICKNAME = axi_master_interface
export VERILOG_FILES = /design/flow/design.v
export SDC_FILE = /design/flow/constraint.sdc
export NUM_CORES = 4
export LEC_CHECK = 1
export CORE_AREA = 10 10 334 334
export DIE_AREA = 0 0 344 344
```
**design/flow/constraint.sdc**
```tcl
current_design axi_master_interface

set clk_period 17.1
set clk_io_pct 0.2

create_clock -name clk0 -period $clk_period [get_ports {ACLK}]

set non_clock_inputs [all_inputs -no_clocks]
set_input_delay [expr $clk_period * $clk_io_pct] -clock clk0 $non_clock_inputs
set_output_delay [expr $clk_period * $clk_io_pct] -clock clk0 [all_outputs]
```
==> impl_metrics.env <==
# implementation run metrics
export IMPL_outcome="finished, final reports clean"
export IMPL_antenna_found_initial=11
export IMPL_post_synth_inst_count=1626
export IMPL_dp_final_hpwl_mm=37.8
export IMPL_time_the_final_worst_path_needs_with_i_o_delays_and_setup_ns=5.77
export IMPL_unrepaired_setup_endpoints_after_global_routing="no"
export IMPL_worstSetupEndpointType="register"
export IMPL_synth_warnings=1
export IMPL_grt_start_max_net_pins=77
export IMPL_setup_worst_path_start_class="input pin"
export IMPL_layout_top_registers="user_read_data: 128 flops, user_write_data_buf: 128 flops, wdata: 32 flops"
export IMPL_final_layout_size_suffix_gt1_share_pct=5.52
export IMPL_io_buffers=420
export IMPL_yosys_stat_area_um2=14500
export IMPL_synthFlopType="sky130_fd_sc_hd__dfxtp_1"
export IMPL_area_used_by_multi_input_combinational_logic_um2=5930
export IMPL_synth_cell_area_um2=14500
export IMPL_tritoncts="built"
export IMPL_max_freq_mhz=173
export IMPL_drv_max_cap_violation_count=0
export IMPL_gpl_final_weighted_congestion=0.792
export IMPL_ioPinCount=502
export IMPL_setup_worst_path_class="in2reg"
export IMPL_floorplan_die_height_um=344
export IMPL_clock_sinks=391
export IMPL_synth_cells_most_frequent="sky130_fd_sc_hd__nand2_1 (471), sky130_fd_sc_hd__dfxtp_1 (391), sky130_fd_sc_hd__a21oi_1 (220)"
export IMPL_finClkSkew_ns=0.0256
export IMPL_cts_hold_fix_buffers=0
export IMPL_clock_latency_ns=0.62
export IMPL_openroad_warnings=37
export IMPL_synth_top_cells_by_area="sky130_fd_sc_hd__dfxtp_1 (54%), sky130_fd_sc_hd__nand2_1 (12%), sky130_fd_sc_hd__a21oi_1 (7.6%)"
export IMPL_routed_via_count=12216
export IMPL_first_pass_iters=4
export IMPL_cts_htree_levels=2
export IMPL_enable_flop_cells=0
export IMPL_setup_viol=0
export IMPL_std_cell_rows=118
export IMPL_grt_overflow_total=0
export IMPL_synth_flop_count=391
export IMPL_synthDominantAreaCellType="sky130_fd_sc_hd__dfxtp_1"
export IMPL_grt_pass1_vias=11912
export IMPL_postCtsResizedCells=0
export IMPL_ys_seq_share_pct=54.0
export IMPL_route_detailed_wl_per_inst_um=15.7
export IMPL_routed_vias_inst=3.57
export IMPL_core_region_area_um2=104000
export IMPL_syn_mean_instance_area_um2=8.91
export IMPL_groute_layer_met2_usage_pct=13.0
export IMPL_clock_tree_buffer_depth=3
export IMPL_route_detailed_drc=0
export IMPL_power_total_mw=2.21
export IMPL_ir_drop_v=0.0000770
export IMPL_ys_cells=1626
export IMPL_antenna_violating_nets_post_route=0
export IMPL_cell_at_the_root_of_the_clock_tree="sky130_fd_sc_hd__clkbuf_16"
export IMPL_finalCritPeriodShare_pct=33.7
export IMPL_flop_area_um2=7840
export IMPL_slew_headroom_pct=46.5
export IMPL_leakage_power_nw=7.13
export IMPL_power_density_cell_area_nw_per_um2=103
export IMPL_final_hold_vio_count=0
export IMPL_globalRouteMet3Util_pct=3.63
export IMPL_dr_iter_0_viols=553
export IMPL_hold_crit_path_type="reg2reg"
export IMPL_preCtsSetupSlack_ns=10.72
export IMPL_cp_data_required_time_ns=17.65
export IMPL_synth_most_common_cell="sky130_fd_sc_hd__nand2_1"
export IMPL_post_cts_setup_buffers=0
export IMPL_grt_first_pass_wirelength_mm=78.0
export IMPL_global_route_usage_met1_pct=11.7
export IMPL_chip_area_um2=118000
export IMPL_postLayoutCoreUtil_pct=20.7
export IMPL_path_max_fanout=58
export IMPL_async_reset_ff_share_pct=0
export IMPL_track_usage_pct=8.70
export IMPL_tightest_slew_ns=0.803
export IMPL_grt_most_used_layer="met2"
export IMPL_top_area_cell_share_pct=54.0
export IMPL_area_delta_synth_final_pct=48.6
export IMPL_floorplanUtilization_pct=13.9
export IMPL_die_size_x_um=344
export IMPL_yosys_cell_types_count=34
export IMPL_final_fill_count=11352
export IMPL_critPathArrivalTime_ns=6.32
export IMPL_wirelength_mm=53.7
export IMPL_cts_clk_slew_worst_paths_ns=0.06
export IMPL_cts_buffers_inserted=48
export IMPL_slew_violations=0
export IMPL_setup_tns_ns=0
export IMPL_finalWorstSetupSlack_ns=11.33
report_power, final:
group	internal [mW]	total, mW	switching, mW
clock network	0.622	1.05	0.428
logic	0.0922	0.189	0.0968
registers	0.944	0.969	0.0251
stage by stage:
step | hold WS [ns] | cells | instance area [um^2]
2_1_floorplan | 0.310 | 1694 | 14700
5_1_grt | 0.350 | 3410 | 21500
6_report | 0.329 | 3418 | 21500
4_1_cts | 0.326 | 3409 | 21500
3_5_place_dp | 0.328 | 3321 | 19900
3_3_place_gp | 0.313 | 3321 | 19900
cell usage in the layout (no fill, tap or decap), drive strengths merged, types with 8 or more instances in the layout:
cell / count
mux2i: 96
o21ai: 37
inv: 11
dfxtp: 391
clkbuf: 68
buf: 22
o2bb2ai: 95
nand2: 471
nor2: 8
a22o: 32
conb: 70
clkinv: 10
clkdlybuf4s50: 420
diode: 9
nand3: 37
a21oi: 220
worst max-delay path: stages:
cell,delay [ns]
sky130_fd_sc_hd__clkdlybuf4s50_1,0.42
sky130_fd_sc_hd__a21oi_1,0.33
sky130_fd_sc_hd__or4_1,0.22
sky130_fd_sc_hd__a31o_4,0.37
sky130_fd_sc_hd__buf_4,0.58
sky130_fd_sc_hd__buf_4,0.65
sky130_fd_sc_hd__a22o_1,0.25
path summary, 6_finish.rpt:
kind	start	end	slack, ns	depth (start not counted)
min reg2reg	aresetn_r	aresetn_rr	0.33	0
max reg2reg	write_busy	user_write_data_buf[19]	13.75	7
min	aresetn_r	aresetn_rr	0.33	0
max	M_AXI_AWREADY	user_write_data_buf[118]	11.33	7
metal layers:
layer	wire, um	vias to the layer above	share of wire (%)
met3	5570	82	10
met1	23300	5636	43
li1	-	6129	-
met2	23300	355	43
met5	92	-	0.17
met4	1440	14	2.7
cell type report:
cell class,count,share of cell area (%)
sequential,391,36.4
multi-input combinational,1102,27.6
timing repair buffer,442,20.3
tap,1380,8.02
clock buffer,68,6.35
clock inverter,20,1.15
inverter,6,0.128
antenna,9,0.105
kinds of logic (layout without fill, tap and decap cells):
group	Yosys count	in the layout	share of synthesized area, %
and+or+nand+nor	535	535	14.5
AOI/OAI and AO/OA	395	395	17.1
DFF	391	391	54.0
buffers and inverters	201	536	7.11
muxes	97	97	6.71
adders and majority gates	5	5	0.432
other	2	79	0.0519
